File: flow/design.v
module fifo29(
    input Clk,
    input [31:0] dataIn,
    input RD,
    input WR,
    input EN,
    input Rst,
    output reg [31:0] dataOut,
    output EMPTY,
    output FULL
);
reg [31:0] FIFO [7:0];
reg [2:0] readCounter = 0, writeCounter = 0, Count = 0;
assign EMPTY = (Count == 0);
assign FULL = (Count == 8);
always @(posedge Clk) begin
    if (EN) begin
        if (Rst) begin
            readCounter <= 0;
            writeCounter <= 0;
            Count <= 0;
        end else begin
            if (RD && Count > 0) begin
                dataOut <= FIFO[readCounter];
                readCounter <= (readCounter + 1) % 8;
                Count <= Count - 1;
            end
            if (WR && Count < 8) begin
                FIFO[writeCounter] <= dataIn;
                writeCounter <= (writeCounter + 1) % 8;
                Count <= Count + 1;
            end
        end
    end
end
endmodule
File: flow/config.mk
export PLATFORM = sky130hd
export DESIGN_NAME = fifo29
export DESIGN_NICKNAME = fifo29
export VERILOG_FILES = /design/flow/design.v
export SDC_FILE = /design/flow/constraint.sdc
export NUM_CORES = 4
export LEC_CHECK = 1
export CORE_UTILIZATION = 50
File: flow/constraint.sdc
current_design fifo29

set clk_period 9.6
set clk_io_pct 0.2

create_clock -name clk0 -period $clk_period [get_ports {Clk}]

set non_clock_inputs [all_inputs -no_clocks]
set_input_delay [expr $clk_period * $clk_io_pct] -clock clk0 $non_clock_inputs
set_output_delay [expr $clk_period * $clk_io_pct] -clock clk0 [all_outputs]
File: flow/run.sh
#!/bin/bash
# OpenROAD 26Q1-2900-gdf79404cd8, Yosys 0.63+post, stock flow scripts
make -C /OpenROAD-flow-scripts/flow DESIGN_CONFIG=/design/flow/config.mk WORK_HOME=/design/flow/orfs finish
==> summary.txt <==
Physical design

The setup slack after placement stands at 5.223 ns. At the pin with the least slew margin, the transition time is 0.7316 ns. The data arrival time of the critical path stands at 3.99 ns. CTS placed an instance of sky130_fd_sc_hd__clkbuf_16 at the clock tree root. Row generation in the floorplan step produced ~54 rows. The count of input and output buffers stands at between 60 and 70. The largest individual stage delay along the critical path comes from the cell sky130_fd_sc_hd__clkdlybuf4s50_1. The global route stage reports its total congestion overflow as 0. The core utilization before placement stands at between 50% and 60%. The detailed placer reported the number of placed instances as between 700 and 800. The overall power after layout stands at 2.664 mW. After floorplanning, the core was sized to cover 21820 µm². The flow ran to the end, and the final reports show no timing, DRC or antenna violations. The buffer levels on the longest clock path stands at 3.

Max fanout on the critical path was recorded as 23. The script logs the ratio of routed vias to standard cells as about 5.7. The number of nets with antenna violations after routing stands at 0. Final hold analysis gives a worst-case slack of roughly 0.60 ns. The worst setup path is of the primary input to register kind. The number of clock sinks came to around 300. The final clock skew stands at 0.007649 ns. The number of antenna violations at the first check in global routing is 0.

The clock-pin slew reported for the worst setup and hold paths after clock tree synthesis stands at 0.06 ns. The worst relative slew slack stands at ~50%. RePlAce ended its routability-driven mode at a weighted congestion of around 0.75. The report counts max-capacitance violations totalling 0.

The leakage power of the design stands at 4.140 nW. Setup repair after global routing left no endpoint under its margin. After synthesis, the mean cell area works out to between 20 and 25 µm². Timing would allow up to between 200 and 300 MHz.

The worst setup path is captured at a register. Counting the warning lines in the Yosys log gives 1. The stage logs contain a warning count of 25. In the final report, the number of hold violations comes to 0. The total inserted antenna cells stands at 0. The power density over the cells stands at 203.3 nW/µm². The post-route fraction of the period consumed by the critical path stands at around two fifths. The first global-routing pass estimated ~29000 µm of wire. From synthesis to final layout, the design area changed by 17.81%. The share of final-layout standard cells stronger than drive strength 1 stands at roughly 27%. Per the detailed placement report, the placed cell area equals approximately 12000 µm². For the worst-skew pair, the clock arrives at the later sink with an insertion delay of 0.54 ns. TritonCTS built the clock tree. The worst setup slack after layout stands at 5.808 ns. The DRC violation total left in the routed layout is recorded as 0. For this design, Yosys synthesis ends with a cell count of 449. The minimum period implied by the final worst setup slack stands at around 3.8 ns.

Before any placement, the netlist area is recorded as 11120 µm². Counting every instance in the synthesized netlist gives 449. The total wire length stands at roughly 18000 µm. The number of unique standard cell types used by synthesis stands at 26. Per the detail_route report, routed wire per instance is ~22 µm. The number of global-route vias before repair stands at roughly 5300. The detailed router finished its first iteration with around 240 violations. The number of standard cells in the layout, taps in and fillers out stands at between 800 and 900.

Buffers inserted to repair hold after CTS numbered 0. The all-layer global routing usage stands at 19.61%. The via count stands at about 4800. The floorplan step set the die width to approximately 150 µm. The area of the synthesized netlist per yosys stat stands at 11120 µm².

In this run the number of H-tree levels came out at 1. The post-route cell area stands at around 13000 µm². The post-DP HPWL stands at 9666 µm. The largest voltage drop on the vdd net stands at about 0.15 mV. The post-CTS setup buffer count stands at 0. Measured along the y axis, the die boundary spans between 150 and 200 µm. The count of state elements after synthesis stands at between 200 and 300. The total setup violations reported at the end of the flow stands at 0.

The largest net degree at the start of global routing stands at 38. Setup total negative slack on the finished layout was measured at 0 ns. The die area stands at approximately 23000 µm². After clock tree synthesis, the repair step resized 0 gates.

For reference, the critical path cell chain is clkdlybuf4s50_1, nand4b_1, nor2_4, buf_4. The number of clock buffers added by TritonCTS is 31. The buffers plus inverters on the worst setup path stands at 2. Among all stages on the critical path, the maximum delay recorded is 0.62 ns. The post-synthesis sequential area ratio stands at 80.18%.

In this design, the largest share of critical-path delay is due to buffers and inverters. At the worst endpoint, the required time is 9.80 ns. In this run the count of I/O pins placed on the die edge is around 71.

Note that the worst hold path type here is register to register. STA classifies the critical path startpoint as a primary input. The first-pass iteration count of the detailed router stands at 4.

The final core area utilization stands at 60.04%. The number of max-slew violations in the final report stands at 0.
-- path summary, 6_finish.rpt --
path | slack [ns] | depth (start not counted) | startpoint | endpoint
max | 5.81 | 4 | Rst | FIFO[3][15]
min | 0.60 | 1 | readCounter[0] | readCounter[0]
max reg2reg | 6.77 | 4 | readCounter[0] | dataOut[0]
min reg2reg | 0.60 | 1 | readCounter[0] | readCounter[0]
-- power breakdown --
group / switching [mW] / internal [mW]
clock network: 0.448 / 0.611
registers: 0.00619 / 1.45
logic: 0.0693 / 0.0783
total: 0.524 / 2.14
-- Yosys cell counts --
cell,instances,area share (%)
sky130_fd_sc_hd__nand2_1,1,0.034
sky130_fd_sc_hd__o31a_1,1,0.079
sky130_fd_sc_hd__xor3_1,1,0.21
sky130_fd_sc_hd__nor3_1,3,0.13
sky130_fd_sc_hd__buf_4,1,0.068
sky130_fd_sc_hd__conb_1,1,0.034
sky130_fd_sc_hd__buf_2,3,0.13
sky130_fd_sc_hd__xnor2_1,2,0.16
sky130_fd_sc_hd__edfxtp_1,297,80
sky130_fd_sc_hd__buf_1,2,0.068
sky130_fd_sc_hd__mux4_2,57,12
sky130_fd_sc_hd__o21a_1,2,0.13
sky130_fd_sc_hd__nor2_1,12,0.40
sky130_fd_sc_hd__ha_1,2,0.22
sky130_fd_sc_hd__inv_1,1,0.034
sky130_fd_sc_hd__nor2b_1,3,0.17
sky130_fd_sc_hd__nand4bb_1,1,0.10
sky130_fd_sc_hd__and3b_1,1,0.079
sky130_fd_sc_hd__nand4b_1,1,0.079
sky130_fd_sc_hd__a21o_1,1,0.068
sky130_fd_sc_hd__mux4_1,7,1.7
sky130_fd_sc_hd__mux2_2,32,3.2
sky130_fd_sc_hd__buf_6,6,0.61
sky130_fd_sc_hd__fa_1,1,0.18
sky130_fd_sc_hd__nand2b_1,2,0.11
sky130_fd_sc_hd__clkbuf_1,8,0.27
-- routing by layer --
layer	GRT usage [%]	part of all wire (%)	vias to the layer above	wire, µm
li1	-	-	2102	-
met2	27.80	49	228	8952
met1	31.71	39	2441	7117
met5	0	0	-	0
met3	11.12	11	33	2026
met4	3.150	1.9	0	343
-- flip-flops by register name, indices dropped and copies added (netlist names) --
| name | cells |
|---|---|
| FIFO | 256 |
| Count | 3 |
| writeCounter | 3 |
| dataOut | 32 |
| readCounter | 3 |
-- cell families (layout without fill, tap and decap cells) --
family,after synthesis,in the layout,synth area share [%]
other cells,1,1,0.03371
xor+xnor,3,3,0.3712
flops,297,297,80.18
simple gates,24,24,1.114
compound gates,4,4,0.2812
buf+inv,21,138,1.181
fa+ha+maj,3,3,0.4049
mux,96,96,16.43
-- cells in the final DEF, fill, tap and decap left out, types with 6 or more instances in the layout --
cell type                           n
sky130_fd_sc_hd__mux4_2            57
sky130_fd_sc_hd__clkinv_1          10
sky130_fd_sc_hd__clkinv_2           6
sky130_fd_sc_hd__nor2_4             6
sky130_fd_sc_hd__buf_4             14
sky130_fd_sc_hd__mux2_2            32
sky130_fd_sc_hd__clkbuf_16         31
sky130_fd_sc_hd__clkdlybuf4s50_1   69
sky130_fd_sc_hd__mux4_1             7
sky130_fd_sc_hd__edfxtp_1         297
sky130_fd_sc_hd__nor2_1             6
-- cell type report --
| class | instances | area (µm²) |
|---|---|---|
| clock buffer | 35 | 790.8 |
| clock inverter | 19 | 115.1 |
| fill | 1533 | 8720 |
| inverter | 1 | 3.754 |
| multi-input combinational | 131 | 2130 |
| sequential | 297 | 8919 |
| tap | 280 | 350.3 |
| timing repair buffer | 83 | 795.8 |
Power figures rest on the tool's default switching activity, not on a simulated workload.
