File: design/flow/config.mk
export PLATFORM = sky130hd
export DESIGN_NAME = fifo
export DESIGN_NICKNAME = fifo
export VERILOG_FILES = /design/flow/design.v
export SDC_FILE = /design/flow/constraint.sdc
export NUM_CORES = 4
export LEC_CHECK = 1
export CORE_UTILIZATION = 40
File: design/flow/design.v
module fifo(clk, rd, rst, wr, en, dataIn, dataOut, EMPTY, FULL);
input clk, rd, rst, wr, en;
output EMPTY, FULL;
input [7:0] dataIn;
output reg[7:0] dataOut;
reg[2:0] Count = 0;
reg[2:0] readcounter = 0, writecounter = 0;
reg[31:0] FIFO[0:7];
assign EMPTY = (Count == 0)?1'b1:1'b0;
assign FULL = (Count == 8)?1'b1:1'b0;
always@(posedge clk)
begin
if(en == 0);
else
begin
if(rst)
begin
readcounter = 0;
writecounter = 0;
end
else if(rd == 1'b1 && Count != 0)
begin
dataOut = FIFO[readcounter];
readcounter = readcounter + 1;
end
else if(wr == 1'b1 && Count < 8)
begin
FIFO[writecounter] = dataIn;
writecounter = writecounter + 1;
end
else;
end
if(writecounter == 8)
begin
writecounter = 0;
end
else if(readcounter == 8)
begin
readcounter = 0;
end
if(readcounter > writecounter)
begin
Count = readcounter - writecounter;
end
else if(writecounter > readcounter)
begin
Count = writecounter - readcounter;
end
end
endmodule
File: design/flow/run.sh
#!/bin/bash
# OpenROAD 26Q1-2900-gdf79404cd8, Yosys 0.63+post, stock flow scripts
make -C /OpenROAD-flow-scripts/flow DESIGN_CONFIG=/design/flow/config.mk WORK_HOME=/design/flow/orfs finish
File: design/flow/constraint.sdc
current_design fifo

set clk_period 6.3
set clk_io_pct 0.2

create_clock -name clk0 -period $clk_period [get_ports {clk}]

set non_clock_inputs [all_inputs -no_clocks]
set_input_delay [expr $clk_period * $clk_io_pct] -clock clk0 $non_clock_inputs
set_output_delay [expr $clk_period * $clk_io_pct] -clock clk0 [all_outputs]
==> run notes <==
flow finished, numbers: clk slew on worst S/H paths 0.08 ns, post-layout min period 3.75 ns, setup ws final 2.55 ns, FFs w/ async S/R, synth 0%, Tightest Pin Transition 0.556 ns, routed vias/inst 5.27, Warnings, synthesis 1, Area leader share 65.4%, met1 usage 21.9%, WP data arrival 3.85 ns, die area 8990 um^2, clk_skew 0.0104 ns, total gr overflow 0, H-tree Lvls 3, cells along the critical path clkdlybuf4s50_1, nand2b_1, or3_1, nand3_1, ha_1, inv_1, fa_1, a21oi_1, o2bb2ai_1, a32oi_1, core area 8260 um^2, WS Path Type input pin to flip-flop, remaining antenna violation count 0, cell type with the largest total area edfxtp_1, tool warnings 28, Diodes inserted 0, Buffers on Ports 21, share of cells above drive strength 1 19.1%, Top Ports 23, Final Core Density 48.7%, Final setup viols 0, TritonRoute pass-1 iters 4, Hold-fix buffers, CTS 0, vias in the first global route 1852, Post-synth EDFFs 75, fp util 41.7%, routed len/inst 17.1 um, post-CTS setup buffer count 0, fin crit share 59.6%, GP Congestion 0.839, M2 GR Usage 24.5%, Synth Area per Inst 16.3 um^2, die width 94.8 um, clock root buffer clkbuf_8, static leakage 1.33 nW, Max Buffers Root-to-Sink 2, # DRC 0, CTS sink count 81, Hold WC Path Type flip-flop to flip-flop, antenna violations before repair 0, Post-CTS Resized 0, sequential power share 45.8%, ys cells 211, Sw Share 29.9%, Final TNS setup 0 ns, combinational share of power 29.9%, Total GRT Usage 16.1%, register share after synthesis 68.9%, Psw 0.444 mW, slowest cell on the critical path clkdlybuf4s50_1, Final Max Slew Viols 0, maxcap violations 0, peak supply drop 150 uV, startpoint types input pin, Synth cell types 44, Insertion Delay late pin 0.35 ns, synthesized area 3440 um^2, met3 Use GR 9.72%, pin count of the biggest net entering global routing 21, pre-CTS setup slack 2.18 ns, Pwr per Cell Area 370 nW/um^2, Hold WS 0.627 ns, Top Layout Cells edfxtp_1, nand2_1, clkdlybuf4s50_1, mux4_2, buf_4, Clock power frac 24.2%, Worst EP required 6.39 ns, status finished clean, # rows 33, RSZ-0062 raised after global routing false, Post-Syn Instances 211, DR iter-0 viols 112, Chip Area, Yosys 3440 um^2, power consumption 1.49 mW, Flops after synth 81, final tally of hold violations 0, CTS tree built, Synth-to-Final Area Change 16.7%, FMAX 266 MHz, most frequent logic cell in the layout edfxtp_1, ys flop type edfxtp_1, Total Routed Length 6090 um, crit-path max cell delay 0.58 ns, via count 1876, Die Ht 94.8 um, P_int 1.04 mW, CP max FO 11, first-pass GRT wire length 9600 um, Top area cell types edfxtp_1, mux4_2, dfxtp_1, max_slew headroom 62.5%, CP Capture Type flip-flop, gr busiest metal met2, TritonCTS buffer count 9, DP Wirelength 3870 um
[synth_stat cells (2+ instances only)]
cell type	n
fa_1	2
mux2i_1	2
buf_2	2
nand2_1	32
o22ai_1	2
edfxtp_1	75
a2bb2oi_1	3
mux4_2	16
nor2_1	10
nor3_1	2
or3_1	2
a211oi_1	2
a21oi_1	3
nand3_1	2
dfxtp_1	6
ha_1	8
nor2b_1	2
buf_4	2
inv_1	9
o2bb2ai_1	2
nand3b_1	3
clkbuf_1	2
[power groups by stage]
stage	registers, mW	clock network (mW)	logic (mW)
finish	0.682	0.361	0.446
global route	0.687	0.390	0.501
CTS	0.684	0.372	0.451
[per-stage QoR]
| step | area [um^2] | cells |
|---|---|---|
| 2_1_floorplan | 3440 | 211 |
| 3_3_place_gp | 3830 | 340 |
| 3_5_place_dp | 3830 | 340 |
| 4_1_cts | 4020 | 356 |
| 5_1_grt | 4020 | 356 |
| 6_report | 4020 | 356 |
[kinds of logic (layout without fill, tap and decap cells)]
logic type,count (synthesis),after routing,share of synthesized area [%]
buffers and inverters,18,58,2.29
AND/OR/NAND/NOR,60,60,7.96
flip-flops,81,81,68.9
other,1,1,0.109
multiplexers,19,19,11.4
adder cells (fa/ha/maj),10,10,4.07
AND-OR/OR-AND,22,22,5.34
[critical path: cells and delay by family]
kind | cells | cell delay, ns
and+or+nand+nor | 3 | 0.95
buffers and inverters | 2 | 0.64
adders and majority gates | 2 | 0.68
AOI/OAI and AO/OA | 3 | 0.31
[flip-flops by register name, indices dropped and copies added (netlist names)]
name and cells:
FIFO 64, readcounter 3, writecounter 3, dataOut 8, Count 3
[path summary, 6_finish.rpt]
check        slack (ns)                     from  depth (start not counted)                 endpoint
max                2.55                      rst                         10       Count[1]$_DFFE_PP_
min                0.63  writecounter[0]$_DFF_P_                          2  writecounter[0]$_DFF_P_
max reg2reg        3.38       Count[1]$_DFFE_PP_                         10       Count[1]$_DFFE_PP_
min reg2reg        0.63  writecounter[0]$_DFF_P_                          2  writecounter[0]$_DFF_P_
[routing by layer]
layer	up-vias	wire length, um
met5	-	0
met4	0	78
met3	8	663
met2	73	2880
met1	907	2470
li1	888	-
[final cells by class]
| class | count | area, um^2 |
|---|---|---|
| Fill cell | 711 | 4240 |
| Timing Repair Buffer | 32 | 293 |
| Clock inverter | 7 | 70.1 |
| Inverter | 10 | 37.5 |
| Sequential cell | 81 | 2370 |
| Tap cell | 105 | 131 |
| Clock buffer | 9 | 124 |
| Multi-Input combinational cell | 112 | 993 |
Power figures rest on the tool's default switching activity, not on a simulated workload.
